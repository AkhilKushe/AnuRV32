[/design/flow/config.mk]
export PLATFORM = sky130hd
export DESIGN_NAME = p_cntr
export DESIGN_NICKNAME = p_cntr
export VERILOG_FILES = /design/flow/design.v
export SDC_FILE = /design/flow/constraint.sdc
export NUM_CORES = 4
export LEC_CHECK = 1
export CORE_UTILIZATION = 30
[/design/flow/run.sh]
#!/bin/bash
# OpenROAD 26Q1-2900-gdf79404cd8, Yosys 0.63+post, stock flow scripts
make -C /OpenROAD-flow-scripts/flow DESIGN_CONFIG=/design/flow/config.mk WORK_HOME=/design/flow/orfs finish
[/design/flow/constraint.sdc]
current_design p_cntr

set clk_period 7.4
set clk_io_pct 0.2

create_clock -name clk0 -period $clk_period [get_ports {clk}]

set non_clock_inputs [all_inputs -no_clocks]
set_input_delay [expr $clk_period * $clk_io_pct] -clock clk0 $non_clock_inputs
set_output_delay [expr $clk_period * $clk_io_pct] -clock clk0 [all_outputs]
[/design/flow/design.v]
module p_cntr (clk, rst_n, mode, imm, pc_o);
input clk;
input rst_n;
input [1:0] mode;
input [31:0] imm;
output reg [31:0] pc_o;
parameter STALL=2'b00;
parameter INCR=2'b01;
parameter BRANCH=2'b11;
parameter JALR=2'b10;
reg [31:0] pc_r;
always @(*) begin
	case (mode)
	STALL : pc_r = pc_o;
	INCR : pc_r = pc_o + 4;
	BRANCH : pc_r = pc_o + imm;
	JALR : pc_r = imm;
	endcase
end
always @(posedge clk or negedge rst_n) begin
	if (~rst_n) begin
		pc_o <= 0;
	end else begin
		pc_o <= pc_r;
	end
end
endmodule
==> results.sh <==
# physical design summary
export IMPL_ys_warn_count=1
export IMPL_drt_initial_drc_count=264
export IMPL_coreArea_sq_um=12570
export IMPL_power_switching_mw=0.6378
export IMPL_largest_register_ff_count=32
export IMPL_clkLatencyLatePin_ns=0.28
export IMPL_post_route_cells_drive_above_1_share=0.05535
export IMPL_hold_path_class="register to register"
export IMPL_fin_crit_ns=4.320
export IMPL_p_leak_nw=1.972
export IMPL_worst_endpoint_required_ns=7.55
export IMPL_post_dp_hpwl_mm=8.957
export IMPL_worst_r2r_setup_slack_ns=4.34
export IMPL_totalNegativeSetupSlack_ns=0
export IMPL_detailedRoute_firstPassIterationCount=5
export IMPL_globalRouteOverflowTotal=0
export IMPL_vdd_drop_max_mv=0.1416
export IMPL_fp_util=0.3072
export IMPL_cts_root_to_sink_buffers=2
export IMPL_postSynthCellCount=485
export IMPL_synth_area_leader_cell="sky130_fd_sc_hd__dfrtp_1"
export IMPL_layout_top_cells="sky130_fd_sc_hd__clkdlybuf4s50_1, sky130_fd_sc_hd__a21oi_1, sky130_fd_sc_hd__nand2_1, sky130_fd_sc_hd__nor2_1"
export IMPL_ys_ff=32
export IMPL_netlist_area_sq_um=3861
export IMPL_wl_mm=12.06
export IMPL_post_route_cell_area_sq_um=4840
export IMPL_grt_met2_usage=0.2994
export IMPL_number_of_antenna_violations_at_the_first_check_in_global_routing=0
export IMPL_filler_cell_count=1265
export IMPL_clockPowerShare=0.148
export IMPL_postSynth_topFlopCell="sky130_fd_sc_hd__dfrtp_1"
export IMPL_ys_seq_frac=0.2074
export IMPL_clock_sink_count=32
export IMPL_hold_start="pc_o[0]"
export IMPL_openroad_warnings=25
export IMPL_cts_tree="built"
export IMPL_clock_skew_ns=0.005124
export IMPL_registers_top_by_ff_count="pc_o"
export IMPL_met1_usage=0.2802
export IMPL_finalMaxSlewViolations=0
export IMPL_grt_use_met3=0.02397
export IMPL_first_pass_grt_wire_length_mm=19.32
export IMPL_finalHoldViolations=0
export IMPL_synth_async_sr_flop_share=1.000
export IMPL_dr_total_vias=3997
export IMPL_pint_mw=0.8151
export IMPL_grt_max_degree=45
export IMPL_cts_clk_slew_worst_paths_ns=0.06
export IMPL_top_usage_layer="met2"
export IMPL_die_y_microns=115.5
export IMPL_grt_pass1_vias=3742
export IMPL_comb_power_share=0.619
export IMPL_cts_root_buf="sky130_fd_sc_hd__clkbuf_16"
export IMPL_worstPathMaxFanout=4
export IMPL_design_die_area_sq_um=13330
export IMPL_largest_registers="pc_o: 32 flops"
export IMPL_gp_congestion=0.9136
export IMPL_antenna_cells_inserted=0
export IMPL_crit_reg2reg_capture="pc_o[28]"
export IMPL_max_cap_check_violation_count=0
export IMPL_reg2reg_from="pc_o[0]"
export IMPL_max_freq_mhz=231.5
export IMPL_grt_setup_unrepaired="false"
export IMPL_pwr_share_seq=0.234
export IMPL_crit_arrival_ns=4.47
export IMPL_mostFrequentLayoutCell="sky130_fd_sc_hd__clkdlybuf4s50_1"
export IMPL_post_place_instance_area_sq_um=4693
export IMPL_avgSynthCellArea_sq_um=7.961
export IMPL_number_of_enable_type_register_cells_in_the_synthesized_netlist=0
export IMPL_layout_area_overhead_vs_synth_pct=25.34
export IMPL_crit_path_start="imm[0]"
export IMPL_synth_lib_cells_used_distinct=60
export IMPL_max_slew_margin_rel=0.4391
export IMPL_critPathLaunchType="primary input"
export IMPL_detail_route_antenna_nets=0
export IMPL_globalRouteTotalUtil=0.1884
export IMPL_post_cts_resized=0
export IMPL_final_critical_path_setup_slack_ns=3.080
export IMPL_rr_worst_depth=9
export IMPL_detail_route_wl_per_cell_microns=16.89
export IMPL_dr_drc_count=0
export IMPL_tritoncts_num_buffers=5
export IMPL_run_status="completed"
export IMPL_critical_path_endpoint_type="register"
export IMPL_hold_path_depth=2
export IMPL_synth_stat_cells=485
export IMPL_yosys_area_top_type_share=0.2074
export IMPL_hold_path_end="pc_o[0]"
export IMPL_ys_chip_area_sq_um=3861
export IMPL_path_class="primary input to register"
export IMPL_tightestPinTransition_ns=0.8405
export IMPL_postCtsHoldBufs=0
export IMPL_port_buffers=67
export IMPL_fin_crit_sh=0.5837
export IMPL_final_core_utilization=0.3851
export IMPL_fp_dieW_microns=115.5
export IMPL_sw_frac_of_total=0.4390
export IMPL_post_cts_setup_buffer_count=0
export IMPL_setup_violations=0
export IMPL_vias_per_cell=5.598
export IMPL_design_portCount=68
export IMPL_largest_cells_by_area_after_synthesis="sky130_fd_sc_hd__dfrtp_1, sky130_fd_sc_hd__ha_1, sky130_fd_sc_hd__a21oi_1"
export IMPL_cellPowerDensity_nw_per_um2=300.2
export IMPL_worst_slack_placed_ns=2.825
export IMPL_num_rows=41
export IMPL_htreeDepth=2
metal layers:
metal	vias to the layer above	wire (microns)
li1	1967	-
met1	1890	5702
met2	127	5354
met3	13	800
met4	0	206
met5	-	0
cell families after synthesis:
family          synth area share
simple gates              0.2239
compound gates            0.2819
xor+xnor                 0.08846
fa+ha+maj                 0.1089
flops                     0.2074
buf+inv                  0.02819
mux                      0.06124
worst max-delay path: stages:
cell	delay, ns
sky130_fd_sc_hd__clkdlybuf4s50_1	0.43
sky130_fd_sc_hd__ha_1	0.25
sky130_fd_sc_hd__fa_1	0.42
sky130_fd_sc_hd__a21o_1	0.23
sky130_fd_sc_hd__a2111oi_2	0.52
sky130_fd_sc_hd__nor3_1	0.14
sky130_fd_sc_hd__o31a_1	0.37
sky130_fd_sc_hd__o31ai_4	0.32
sky130_fd_sc_hd__mux2i_1	0.22
sky130_fd_sc_hd__nand4_1	0.10
final cells by class:
| type | count | area (sq um) | area share |
|---|---|---|---|
| multi-input combinational | 424 | 2952 | 0.6099 |
| sequential | 32 | 800.8 | 0.1655 |
| timing repair buffer | 72 | 703.2 | 0.1453 |
| tap | 172 | 215.2 | 0.04447 |
| clock buffer | 8 | 146.4 | 0.03025 |
| inverter | 6 | 22.52 | 0.004654 |
Yosys cell counts (all sizes together), types with 4 or more instances:
| library cell | instances |
|---|---|
| nand2 | 40 |
| o22a | 4 |
| and3 | 17 |
| inv | 6 |
| dfrtp | 32 |
| clkbuf | 19 |
| a21o | 20 |
| nor2b | 4 |
| nand4 | 15 |
| a211oi | 9 |
| o31ai | 5 |
| a21oi | 48 |
| a31oi | 6 |
| ha | 32 |
| nand3 | 24 |
| o221ai | 5 |
| o22ai | 4 |
| o21ai | 27 |
| nor2 | 36 |
| buf | 4 |
| and2 | 5 |
| o211ai | 5 |
| xor2 | 18 |
| a32oi | 4 |
| and4 | 6 |
| mux2i | 18 |
| xnor2 | 21 |
| nor3 | 11 |
how the worst max path moves through the flow:
| stage | endpoint | slack [ns] | cells after the start |
|---|---|---|---|
| CTS | pc_o[28] | 3.09 | 10 |
| global route | pc_o[28] | 2.86 | 10 |
| finish | pc_o[28] | 3.08 | 10 |
per-stage QoR:
stage | hold slack, ns | total power [mW] | cells
after floorplan | 0.4931 | 0.9289 | 485
after global placement | 0.5410 | 1.229 | 706
after detailed placement | 0.5572 | 1.232 | 706
after CTS | 0.5747 | 1.454 | 714
after global routing | 0.6037 | 1.577 | 714
final | 0.5657 | 1.453 | 714
power groups by stage:
stage / combinational, mW / clock, mW / sequential [mW]
4_1_cts: 0.897 / 0.218 / 0.339
5_1_grt: 0.999 / 0.226 / 0.353
6_report: 0.899 / 0.215 / 0.339
Power figures rest on the tool's default switching activity, not on a simulated workload.
