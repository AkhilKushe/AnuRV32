===== ./design.v =====
module alu_32 (op1, op2, uop, f7, rst_n, out, zero);
input [31:0] op1;
input [31:0] op2;
input [2:0] uop;
input f7;
input rst_n;
output reg [31:0]out;
output zero;
parameter ADD_SUB=3'b000;
parameter AND=3'b111;
parameter OR=3'b110;
parameter XOR=3'b100;
parameter SL=3'b001;
parameter SR=3'b101;
parameter SLT=3'b010;
parameter SLTU=3'b011;
wire signed [31:0] SR_signed ;
wire [31:0] SR_unsigned ;
assign SR_signed = $signed(op1) >>> (op2 & 32'h0000001f);
assign SR_unsigned = op1 >> (op2 & 32'h0000001f);
always @(*) begin
	if (~rst_n) begin
		out = 32'b0;
	end else begin
	case (uop)
		ADD_SUB : out = f7 ? (op1 - op2) : (op1 + op2);
		AND : out =  op1 & op2;
		OR : out = op1 | op2;
		XOR : out = op1 ^ op2;
		SL : out = op1 << (op2 & 32'h0000001f);
		SR : out = f7 ? SR_signed : SR_unsigned;
		SLT : out = ( $signed(op1) < $signed(op2) );
		SLTU : out = ( op1 < op2 );
	endcase
	end
end
assign zero = ~(| out);
endmodule 

===== ./run.sh =====
#!/bin/bash
# OpenROAD 26Q1-2900-gdf79404cd8, Yosys 0.63+post, stock flow scripts
make -C /OpenROAD-flow-scripts/flow DESIGN_CONFIG=/design/flow/config.mk WORK_HOME=/design/flow/orfs finish

===== ./config.mk =====
export PLATFORM = sky130hd
export DESIGN_NAME = alu_32
export DESIGN_NICKNAME = alu_32
export VERILOG_FILES = /design/flow/design.v
export SDC_FILE = /design/flow/constraint.sdc
export NUM_CORES = 4
export LEC_CHECK = 1
export CORE_UTILIZATION = 40

===== ./constraint.sdc =====
current_design alu_32

set clk_period 10.6
set clk_io_pct 0.2

create_clock -name clk0 -period $clk_period

set non_clock_inputs [all_inputs -no_clocks]
set_input_delay [expr $clk_period * $clk_io_pct] -clock clk0 $non_clock_inputs
set_output_delay [expr $clk_period * $clk_io_pct] -clock clk0 [all_outputs]

==> changes_impl.md <==
### Metrics

- Outcome: completed
- WP data required: about 8.5 ns
- Die X: roughly 160 microns
- HPWL after DPL: approximately 38000 microns
- Crit start category: input pin
- Vias: ~12000
- Sequential cells: 0
- Post-cts sizing count: 0
- Layout Area Growth over Synthesis: 12.1%
- Yosys warning count: 1
- Core area: 0.0228 sq mm
- Cell Area, Synth: roughly 0.0094 sq mm
- Fin cells: ~1700
- Final hold violation count: 0
- Hold Path Origin: uop[0]
- NetSw: between 0.3 and 0.4 mW
- Initial Utilization: 0.412
- Largest net degree at the start of global routing: 64
- Tool Warnings: just under 100
- Initial antenna violation count: 0
- RSZ-0062 raised after global routing: false
- Grt met2 use: 0.600
- Inst Count DP: 1726
- Synth Seq Share: 0
- Yosys Chip Area: ~0.0094 sq mm
- Power Total: 0.603 mW
- First-pass DRT Iterations: 8
- Worst hold path type: in2out
- Pins Over Slew Limit: 0
- Syn_area_per_cell: 6.77 sq um
- Fill cells: 2420
- IO Port Bufs: about 100
- Layout cells sized above 1: 0.0913
- DRT iter0 DRCs: approximately 1300
- Vias per cell: 6.77
- Final wirelength: around 48000 microns
- Crit path DAT: around 7.5 ns
- ANT nets after route: 0
- Most numerous logic cells after layout: 137 x nand2_1, 132 x a21oi_1, 132 x nor2_1
- DRC errors left: 0
- Number of standard cells after synthesis: 1391
- Total track usage: 0.406
- Cycle use final: 0.903
- Min Tclk post-route: 9.58 ns
- Chip area: about 0.024 sq mm
- Max Cap Viol: 0
- Hold buffers post-CTS: 0
- Netlist cell types: between 80 and 90
- Worst Slack Setup Final: roughly 1.0 ns
- Avg WL per Cell: 28.0 microns
- Place WS: around 1.1 ns
- Max IR drop VDD: 0.0572 mV
- Final setup vio count: 0
- CP Capture Type: primary output
- # clk buffers: 0
- M3 GR Usage: 0.0845
- IO Pins: slightly above 100
- Comb. cell area: about 0.0085 sq mm
- RD Place Congestion: 1.11
- Grt met1 use: 0.576
- Fmax: 0.104 GHz
- CP max FO: 10
- First-pass GRT wire length: around 72000 microns
- Critical path startpoint: op1[1]
- Yosys Instances: 1391
- Number of global-route vias before repair: ~11000
- PD cells: 57.1 mW/mm^2
- Int Pwr: 0.222 mW
- WS Path Type: in2out
- # rows: roughly 55
- Sw frac: 0.632
- Most instantiated logic cell after routing: nand2_1
- Leak: ~4.2 nW
- Flop area: 0 sq um
- Max_slew headroom: 0.285
- Overflow left after global routing: 0
- GRT Max-Usage Layer: met2
- Tightest Pin Transition: between 1 and 1.5 ns
- TNS Setup: 0 ns
- Die Ht: approximately 160 microns
- Total setup buffers inserted after CTS: 0
[through the flow]
step / utilization / cell area, sq um / hold slack [ns]
after detailed placement: 0.462 / 10500 / 5.41
after global placement: 0.462 / 10500 / 5.41
after CTS: 0.462 / 10500 / 5.41
final: 0.462 / 10600 / 5.45
after global routing: 0.462 / 10500 / 5.47
after floorplan: - / 9410 / 4.36
[logic make-up after synthesis]
group / share of synthesized area
xor gates and xnor gates: 0.0205
muxes: 0.186
and+or+nand+nor: 0.204
AOI/OAI and AO/OA: 0.360
buffers and inverters: 0.0953
adders and majority gates: 0.133
[final cells by class]
cell class,count,share of cell area
tap,313,0.0371
timing repair buffer,135,0.118
inverter,106,0.0377
antenna,1,0.000237
multi-input combinational,1172,0.807
[synth_stat cells, types with 18 or more instances]
master	instances	share of area
o211ai_1	36	0.029
o22ai_1	19	0.013
inv_1	101	0.040
a21oi_1	132	0.070
xnor2_1	18	0.017
a211oi_1	29	0.023
nor2_1	132	0.053
mux2i_1	46	0.049
o21ai_0	115	0.061
nand3_1	26	0.014
buf_2	18	0.0096
nor3_1	31	0.016
clkbuf_1	71	0.028
mux4_2	46	0.11
nand2_1	137	0.055
mux2_2	23	0.028
ha_1	97	0.13
[critical path, cell delays in order]
cell	delay, ns
clkdlybuf4s50_1	0.76
inv_1	0.09
ha_1	0.34
o21ba_2	0.21
or4_1	0.50
a2111oi_0	0.76
o211ai_1	0.15
o211ai_1	0.14
xnor2_1	0.15
a21boi_0	0.12
or4_1	0.56
nor4_1	0.26
or4b_1	0.56
nor4_2	0.23
clkdlybuf4s50_1	0.50
[power by group through the flow]
stage	Sequential, mW	Clock, mW	Combinational, mW
CTS	0	0	0.583
global route	0	0	0.637
[per-layer routing]
layer,wire length (microns),share of wire,vias to the layer above
met5,37,0.00077,-
met4,2560,0.053,2
met3,4970,0.10,126
met2,20500,0.42,791
met1,20300,0.42,5506
li1,-,-,5262
[final timing paths]
kind,cells after the start,slack (ns),to
worst max-delay path,15,1.02,zero
worst min-delay path,6,5.45,out[0]
Power is estimated from default activity; no workload was simulated.
