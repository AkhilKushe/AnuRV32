--- /design/flow/config.mk ---
export PLATFORM = sky130hd
export DESIGN_NAME = extend32
export DESIGN_NICKNAME = extend32
export VERILOG_FILES = /design/flow/design.v
export SDC_FILE = /design/flow/constraint.sdc
export NUM_CORES = 4
export LEC_CHECK = 1
export CORE_AREA = 10 10 70 70
export DIE_AREA = 0 0 80 80
--- /design/flow/constraint.sdc ---
current_design extend32

set clk_period 1.9
set clk_io_pct 0.2

create_clock -name clk0 -period $clk_period

set non_clock_inputs [all_inputs -no_clocks]
set_input_delay [expr $clk_period * $clk_io_pct] -clock clk0 $non_clock_inputs
set_output_delay [expr $clk_period * $clk_io_pct] -clock clk0 [all_outputs]
--- /design/flow/design.v ---
module sigExt ( data_in,
		data_out);
parameter WIDTH = 8;
input [WIDTH-1:0] data_in;
output [31:0] data_out;
assign data_out = {{(32-WIDTH){data_in[WIDTH-1]}} , data_in};
endmodule
module zeroExt ( data_in,
		data_out);
parameter WIDTH = 8;
input [WIDTH -1 : 0] data_in;
output [31:0] data_out;
assign data_out = {{(32-WIDTH){1'b0}} , data_in};
endmodule
module extend32 ( data_in,
		sig,
		b_hbar,
		bypass,
		data_out);
input [31:0] data_in;
input sig, b_hbar, bypass;
output reg [31:0] data_out;
wire [31:0] z_extend8_w;
wire [31:0] z_extend16_w;
wire [31:0] s_extend8_w;
wire [31:0] s_extend16_w;
zeroExt #(.WIDTH(8)) zE8(.data_in(data_in[7:0]), .data_out(z_extend8_w));
zeroExt #(.WIDTH(16)) zE16(.data_in(data_in[15:0]), .data_out(z_extend16_w));
sigExt #(.WIDTH(8)) sE8(.data_in(data_in[7:0]), .data_out(s_extend8_w));
sigExt #(.WIDTH(16)) sE16(.data_in(data_in[15:0]), .data_out(s_extend16_w));
always @(*) begin
	if (bypass) begin
		data_out = data_in;
	end else begin
		if (b_hbar) begin
			if (sig) begin
				data_out = s_extend8_w;
			end else begin
				data_out = z_extend8_w;
			end
		end else begin
			if (sig) begin
				data_out = s_extend16_w;
			end else begin
				data_out = z_extend16_w;
			end
		end
	end
end
endmodule
--- /design/flow/run.sh ---
#!/bin/bash
# OpenROAD 26Q1-2900-gdf79404cd8, Yosys 0.63+post, stock flow scripts
make -C /OpenROAD-flow-scripts/flow DESIGN_CONFIG=/design/flow/config.mk WORK_HOME=/design/flow/orfs finish
==> results.toml <==
# generated from flow reports
[floorplanning]
initCoreUtil_pct = 11.2
die_area_um2 = 6400
die_h_um = 80
core_um2 = 3420
io_pins = 67
num_rows = 21
die_width_um = 80

[power_and_ir_drop]
power_leakage_nw = 0.559
irDropWorstVdd_mv = 0.0745
powerDensity_nw_per_um2 = 214

[detailed_routing]
routed_wl_um = 1910
via_per_inst = 3.56
wl_per_cell_um = 11.3
antenna_cells = 0
drcViolationCount = 0
drt_iter0_drc = 16
vias = 601
drtPass1Iterations = 2
ant_nets = 0

[yosys]
yosysUniqueCellTypes = 11
yosys-top-cells-count = "16 x nand2_1, 14 x o21ai_0, 10 x o21ai_2, 8 x buf_4, 8 x inv_1"
top_cell = "nand2_1"
synth_top_area_share_pct = 22.9
ys_seq_share_pct = 0
synthCells = 64
syn_area_um2 = 383
yosys.area.top_type = "o21ai_2"
synth.avg_cell_area_um2 = 5.98
ys_chip_area_um2 = 383
area_leaders = "o21ai_2 23%, o21ai_0 18%, buf_4 16%"
yosysWarnings = 1
ys_cells = 64

[global_route]
gr-total-overflow = 0
antenna_found_initial = 0
grt_pass1_vias = 615
grt_pass1_wl_um = 3080
track_usage_pct = 5.80
grt_max_degree = 15

[final_timing]
rsz0062_at_grt = "false"
final_hold_viol_count = 0
tightest_slew_ns = 0.312
min_period_over_period_pct = 95.8
final_max_slew_viol_count = 0
fin_hold_ws_ns = 0.760
relSlewSlack_pct = 79.1
fmax_ghz = 0.549
min_period_ns = 1.82
setup_viol_count_final = 0

[clock_tree]
cts_hold_buf = 0

[placement]
place_hpwl_um = 1570
place.gp.congestion = 0.705
io_buffers = 53
placed_area_um2 = 948

[setup_path]
crit_family = "buffers and inverters"
crit_buf_inv = 3
startpoint_type = "input pin"
cp-end-kind = "output pin"
max_stage_delay_ns = 0.48
worstSetupPathType = "input pin to output pin"
cp_cell_sequence = "buf_2 -> mux2i_4 -> buf_6 -> o21ai_1 -> clkdlybuf4s50_1"
crit_slowest_cell = "clkdlybuf4s50_1"
arrival_ns = 1.44
cp.required_ns = 1.52
critPathMaxFanout = 5

[final_layout]
clock_buffers = 0
flop_area_um2 = 0
syn2layout_area_growth_pct = 177
layout-drive-gt1-share_pct = 28.5
design_area_um2 = 1060
seq_cell_count = 0

[worst_hold_path]
worstHoldPathType = "input pin to output pin"

[run_status]
outcome = "complete, no violations"

[run]
openroad.warnings = 33
drv_cap = 0
-- layout by cell type (no fill, tap or decap) --
master | netlist | layout
nand2_1 | 16 | 16
mux2i_4 | 0 | 1
nor2b_2 | 0 | 1
inv_1 | 8 | 8
nand2b_4 | 1 | 1
buf_4 | 8 | 12
clkdlybuf4s50_1 | 0 | 26
dlymetal6s2s_1 | 0 | 5
o21ai_0 | 14 | 3
buf_6 | 2 | 1
buf_2 | 2 | 2
clkbuf_2 | 0 | 2
dlygate4sd2_1 | 0 | 17
o21ai_1 | 0 | 11
buf_12 | 0 | 5
nand4b_1 | 1 | 1
clkdlybuf4s15_1 | 0 | 1
o21ai_2 | 10 | 10
-- layer usage --
layer | wire length, um | vias to the layer above | global-route usage (%)
li1 | - | 322 | -
met1 | 750 | 249 | 7.32
met2 | 858 | 30 | 9.31
met3 | 305 | 0 | 2.73
met4 | 0 | 0 | 0
met5 | 0 | - | 0
-- power by group --
| group | switching (mW) | internal (mW) |
|---|---|---|
| Clock | 0 | 0 |
| Sequential | 0 | 0 |
| Combinational | 0.0697 | 0.158 |
| Total | 0.0697 | 0.158 |
-- stage by stage --
stage | util (%) | worst slack (ns) | power (mW) | TNS [ns] | cells
2_1_floorplan | - | 0.592 | 0.0647 | 0 | 64
3_3_place_gp | 27.8 | -0.385 | 0.217 | -8.73 | 157
3_5_place_dp | 27.8 | -0.410 | 0.219 | -9.02 | 157
4_1_cts | 28.6 | -0.0358 | 0.210 | -0.132 | 164
5_1_grt | 31.1 | 0.0278 | 0.251 | 0 | 169
6_report | 31.1 | 0.0797 | 0.228 | 0 | 169
-- cell families after synthesis --
| family | synth area share (%) |
|---|---|
| AOI/OAI and AO/OA | 41.2 |
| buffers and inverters | 32.0 |
| muxes | 3.59 |
| and+or+nand+nor | 23.2 |
-- path summary, 6_finish.rpt --
check | startpoint | endpoint | slack (ns) | depth (start not counted)
worst min-delay path | data_in[0] | data_out[0] | 0.76 | 0
worst max-delay path | b_hbar | data_out[18] | 0.08 | 5
-- layout make-up --
cell class / count / area [um2]
fillers: 366 / 2350
inverters: 8 / 30.0
multi-input cells: 44 / 272
well taps: 46 / 57.6
repair buffers: 71 / 703
-- what timing repair did --
item	in CTS	in global routing
gates cloned	1	0
gates resized	39	14
pin swaps	1	0
setup endpoints to repair	24	11
setup buffers	6	5
No activity file was given, so power comes from the tool's default toggle rates.
